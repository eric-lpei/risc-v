`design/flow/config.mk`:
```
export PLATFORM = sky130hd
export DESIGN_NAME = mux_5input
export DESIGN_NICKNAME = mux_5input
export VERILOG_FILES = /design/flow/design.v
export SDC_FILE = /design/flow/constraint.sdc
export NUM_CORES = 4
export LEC_CHECK = 1
export CORE_AREA = 10 10 83 83
export DIE_AREA = 0 0 93 93
```
`design/flow/constraint.sdc`:
```
current_design mux_5input

set clk_period 4.4
set clk_io_pct 0.2

create_clock -name clk0 -period $clk_period

set non_clock_inputs [all_inputs -no_clocks]
set_input_delay [expr $clk_period * $clk_io_pct] -clock clk0 $non_clock_inputs
set_output_delay [expr $clk_period * $clk_io_pct] -clock clk0 [all_outputs]
```
`design/flow/design.v`:
```
module mux_2input(
	input 	[31:0]	in1,
   	input 	[31:0]	in2,
	input 		 	sel,
	output 	[31:0] 	out
);
assign out= (sel == 1'd0) ? in1 : in2;
endmodule
module mux_3input(
	input 	[31:0]	in1,
   	input 	[31:0]	in2,
	input 	[31:0]	in3,
	input 	[1:0]	 	sel,
	output 	[31:0] 	out
);
assign out = (sel == 2'd0) ? in1 :
             (sel == 2'd1) ? in2 : in3;
endmodule
module mux_4input(
	input 	[31:0]	in1,
   	input 	[31:0]	in2,
	input 	[31:0]	in3,
	input 	[31:0]	in4,
	input 	[1:0]	 	sel,
	output 	[31:0] 	out
);
assign out = (sel == 2'd0) ? in1 :
             (sel == 2'd1) ? in2 :
             (sel == 2'd2) ? in3 : in4;
endmodule 
module mux_5input(
	input 	[31:0]	in1,
   	input 	[31:0]	in2,
	input 	[31:0]	in3,
	input 	[31:0]	in4,
	input 	[31:0]	in5,
	input 	[1:0]	 	sel,
	output 	[31:0] 	out
);
assign out = (sel == 2'd0) ? in1 :
             (sel == 2'd1) ? in2 :
             (sel == 2'd2) ? in3 :
             (sel == 2'd3) ? in4 : in5;
endmodule 
```
`design/flow/run.sh`:
```
#!/bin/bash
# OpenROAD 26Q1-2900-gdf79404cd8, Yosys 0.63+post, stock flow scripts
make -C /OpenROAD-flow-scripts/flow DESIGN_CONFIG=/design/flow/config.mk WORK_HOME=/design/flow/orfs finish
```
==> metrics.csv <==
stage,metric,value,unit
run_status,status,"finished, final reports clean",
layout,drive_above_1_share,0.173,
final_timing,setup_viol,0,
layout,instances_no_fill,267,
setup_path,critical_path_class,input pin to primary output,
setup_path,cp.required,3.52,ns
layout,ff_latch_area,0,um^2
setup_path,worst-path-max-fanout,18,
logic_synthesis,synth.logic.top_family,multiplexers,
logic_synthesis,ys_sh_mux,0.894,
logic_synthesis,ys_cells,39,
logic_synthesis,synth.top_cell.area_share,0.829,
layout,clkbuf_count,0,
layout,logic_area,728,um^2
pwr,power_frac_clock,0,
final_timing,fin_crit,3.40,ns
logic_synthesis,synth_cell_type_count,5,
setup_path,start_kind,input pin,
routing,vias_per_cell,4.37,
layout,fill_cells,484,
place,placed_area,2470,um^2
setup_path,cp_top_family,buffers and inverters,
setup_path,cp_num_buf_inv,3,
layout,final_cell_area,2470,um^2
floorplan,die_height,93,um
global_routing,antenna_found_initial,0,
global_routing,grt_pass1_vias,1329,
logic_synthesis,synth_area,815,um^2
clock_tree,cts_setup_buffers,0,
logic_synthesis,ys_sh_adder,0,
routing,wire_per_inst,20.5,um
logic_synthesis,synthAoiAreaFrac,0,
final_timing,hold_slack,2.87,ns
worst_hold_path,hold_path_class,input pin to primary output,
run,maxCapViolations,0,
floorplan,rows,26,
final_timing,maxSlewHeadroom,0.665,
place,place_inst,267,
global_routing,grt_max_degree,19,
layout,lay_top_count,clkdlybuf4s50_1,
logic_synthesis,ys_sh_xor,0,
layout,synthToLayoutAreaGrowth,203,%
logic_synthesis,yosysSeqAreaShare,0,
floorplan,chipWidth,93,um
final_timing,finalSetupTns,0,ns
routing,drt_iter0_markers,16,
pwr,power_frac_comb,1.000,
layout,fin_util,0.480,
clock_tree,cts.repair.resized,0,
setup_path,slowest_stage,mux4_2,
logic_synthesis,ys_chip_area,815,um^2
pwr,p_leak,0.865,nW
place,port_buffers,162,
logic_synthesis,syn_avg_cell_area,20.9,um^2
logic_synthesis,synth_warnings,0,
final_timing,min_period_over_period,0.772,
logic_synthesis,synth_cells,39,
logic_synthesis,yosysTopAreaCell,mux4_2,
global_routing,grt.overflow.total,0,
pwr,vdd_drop_max,54.9,uV
final_timing,grt_setup_unrepaired,no,
final_timing,fmax,0.294,GHz
setup_path,endpoint_kind,primary output,
final_timing,worstMarginPinSlew,0.502,ns
setup_path,crit_chain,buf_2 > buf_12 > mux4_2 > clkdlybuf4s50_1,
global_routing,grt_usage,0.121,
pwr,power.internal,0.000195,W
floorplan,die_area,8650,um^2
place,gp_congestion,0.766,
routing,ant_nets,0,
routing,diodes,0,
place,dp_hpwl,5.07,mm
global_routing,grt_pass1_wl,8.15,mm
floorplan,core_area,5140,um^2
clock_tree,ctsHoldBuffers,0,
pwr,power_switching,0.0000423,W
floorplan,ios,194,
routing,wl,5.48,mm
final_timing,finalHoldViolations,0,
setup_path,arrival,2.52,ns
setup_path,crit_path_max_incr_delay,0.52,ns
run,tool_warnings,64,
logic_synthesis,ys_top_cells_by_area,"mux4_2 (83%), buf_12 (7.4%), mux4_1 (6.5%)",
floorplan,fp-utilization,0.158,
routing,first_pass_iters,4,
layout,seq_cell_count,0,
routing,drc,0,
pwr,p_seq_frac,0,
pwr,p_per_area,96.0,nW/um^2
final_timing,timing.final.max_slew_violations,0,
layout,mostFrequentLayoutCells,"clkdlybuf4s50_1 (161), mux4_2 (30), mux4_1 (2), buf_4 (2)",
pwr,p_sw_frac,0.178,
routing,vias,1166,
logic_synthesis,synth-simple-area-share,0,
path summary, 6_finish.rpt:
kind,startpoint,to,cells past startpoint
min,sel[0],out[24],3
max,sel[0],out[14],4
cell usage after synthesis:
| cell type | number |
|---|---|
| mux4_2 | 30 |
| buf_12 | 3 |
| buf_6 | 1 |
| mux4_1 | 2 |
| buf_2 | 3 |
power groups by stage:
stage | clock network, W | registers (W) | logic (W)
CTS | 0 | 0 | 0.000241
finish | 0 | 0 | 0.000237
global route | 0 | 0 | 0.000254
per-stage QoR:
stage,total power (W),setup slack [ns]
after CTS,0.000241,0.955
final,0.000237,1.00
after floorplan,0.0000643,1.92
after global routing,0.000254,0.871
after detailed placement,0.000240,0.955
after global placement,0.000239,0.949
area by class of cell:
class,count,share of cell area
repair buffers,165,0.669
well taps,70,0.0355
multi-input cells,32,0.295
routing by layer:
metal	wire, um	part of all wire	track usage	vias up
li1	-	-	-	524
met1	2150	0.39	0.151	540
met2	2670	0.49	0.203	102
met3	654	0.12	0.0525	0
met4	0	0	0	0
met5	0	0	0	-
kinds of logic (layout without fill, tap and decap cells):
logic type	after synthesis	in the layout
mux	32	32
buf+inv	7	165
Power figures rest on the tool's default switching activity, not on a simulated workload.
