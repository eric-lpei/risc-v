$ cat ./config.mk
export PLATFORM = sky130hd
export DESIGN_NAME = RegFile
export DESIGN_NICKNAME = RegFile
export VERILOG_FILES = /design/flow/design.v
export SDC_FILE = /design/flow/constraint.sdc
export NUM_CORES = 4
export LEC_CHECK = 1
export CORE_UTILIZATION = 30
$ cat ./constraint.sdc
current_design RegFile

set clk_period 8.3
set clk_io_pct 0.2

create_clock -name clk0 -period $clk_period [get_ports {clk}]

set non_clock_inputs [all_inputs -no_clocks]
set_input_delay [expr $clk_period * $clk_io_pct] -clock clk0 $non_clock_inputs
set_output_delay [expr $clk_period * $clk_io_pct] -clock clk0 [all_outputs]
$ cat ./design.v
module RegFile(
	input 			clk,
   	input 			reset,
	input 	[4:0] 	rd_addA,
	input 	[4:0] 	rd_addB,
	output 	[31:0] 	dataA,
	output 	[31:0] 	dataB,
	input 			wrt_en,
	input 	[4:0] 	wrt_addr,
	input 	[31:0] 	dataD
);
reg [31:0] register_file [0:31];
assign dataA = register_file[rd_addA];
assign dataB = register_file[rd_addB];
integer i;
always @(posedge clk)
    if (reset) begin
        for (i = 0; i < 32; i = i + 1)
        register_file[i] <= 0;
        end 
    else begin
	  if (wrt_en)
		if(wrt_addr == 5'd0)
			register_file[wrt_addr] <= 32'd0;
		else
        		register_file[wrt_addr] <= dataD;
        end
endmodule
$ cat ./run.sh
#!/bin/bash
# OpenROAD 26Q1-2900-gdf79404cd8, Yosys 0.63+post, stock flow scripts
make -C /OpenROAD-flow-scripts/flow DESIGN_CONFIG=/design/flow/config.mk WORK_HOME=/design/flow/orfs finish
==> metrics.yaml <==
status: "complete, no violations"
rows: 154
clk_pin_slew_ns: 0.06
ys_async_sr_fraction: 0
synthDistinctLibCells: 26
edf_count: 1024
warnings: 26
clock_path_buffers: 3
flop_cell: "edfxtp_1"
yosys_area_sq_um: 53400
vias: 38800
worst_ep_required_time_ns: 6.64
crit_type: "in2out"
hold_buffers: 0
worst_hold_slack_ns: 1.88
area_delta_synth_final_pct: 13.4
startpoint: "rd_addA[0]"
p_seq_frac: 0.494
avgRoutedWirePerCell_microns: 28.5
power_switching_mw: 3.20
avgSynthCellArea_sq_um: 11.5
power_leakage_nw: 21.7
ctsResizeCount: 0
grt-ovfl-total: 0
start_kind: "primary input"
powerDensity_nw_per_um2: 204
grt_pass1_vias: 39300
antenna_found_initial: 4
post_cts_buffers: 0
maxCapViolations: 0
slew_headroom: 0.372
yosysWarnings: 1
drtPass1Iterations: 6
fmax_mhz: 154
endpoint_kind: "primary output"
hold_viol: 0
swShare: 0.259
cts_tree: "built"
drt-total-wl_mm: 201
cts_root_buf: "clkbuf_16"
final_antenna_net_count: 0
die_w_microns: 424
fin_crit_sh: 0.785
h-tree-depth: 3
p_comb_frac: 0.123
cp_max_fo: 26
place.detailed.hpwl_mm: 116
grt_max_degree: 88
cts-buffers-inserted: 108
hold_class: "in2reg"
avgViaCountPerCell: 5.51
final_layout_size_suffix_gt1_frac: 0.0847
cp-endpoint: "dataA[13]"
ys_seq_frac: 0.576
final.setup.tns_ns: 0
setup-violations-final: 0
dieArea_sq_um: 180000
clockPowerShare: 0.383
largest_register: "register_file"
worst_hold_startpoint: "dataD[6]"
largest_reg_flops: 1024
n_antenna_cell: 0
worstMarginPinSlew_ns: 0.942
top_regs: "register_file (1024)"
finalPower_mw: 12.4
drcViolationCount: 0
rsz0062_at_grt: "false"
die.size.y_microns: 424
ys_seq_elements: 1024
fp.coreArea_sq_um: 176000
grt_util_all_layers: 0.231
grt_pass1_wl_mm: 282
lay_top_cells: "1024 x mux2i_1, 1024 x edfxtp_1, 993 x nor2_1, 225 x nand2_1"
core_util_floorplan: 0.303
place_congestion: 0.932
period_needed_ns: 6.51
hold-path-cell-count: 4
synth_cells: 4640
io_buffers: 113
io_pins: 114
irDropWorstVdd_mv: 0.169
final-max-slew-violation-count: 0
cts.sinks: 1024
p_int_mw: 9.17
crit_arrival_ns: 4.85
yosys-stat-cells: 4640
netlist_area_sq_um: 53400
drt_iter0_markers: 2862
[worst min path at each step]
stage	to
after CTS	register_file[28][6]$_SDFFCE_PN0P_
after global routing	register_file[4][9]$_SDFFCE_PN0P_
final	register_file[30][6]$_SDFFCE_PN0P_
[through the flow]
stage / std cells / instance area [sq um] / utilization / setup WS (ns)
floorplan: 4671 / 53500 / - / 3.82
global placement: 6840 / 57200 / 0.324 / 1.85
detailed placement: 6840 / 57200 / 0.324 / 1.80
CTS: 7040 / 60600 / 0.343 / 1.79
global route: 7040 / 60600 / 0.343 / 1.76
finish: 7040 / 60600 / 0.343 / 1.79
[routing by layer]
metal / GRT usage / part of all wire
met1: 0.251 / 0.33
met2: 0.372 / 0.48
met3: 0.116 / 0.13
met4: 0.116 / 0.065
met5: 0.00565 / 0.00092
[logic make-up (layout without fill, tap and decap cells)]
logic type             after synthesis  after routing  synth area share
AND-OR/OR-AND                      577            577            0.0736
buffers and inverters              448            477            0.0392
flip-flops                        1024           1024             0.576
multiplexers                      1024           1024             0.192
other                                1             32         0.0000702
AND/OR/NAND/NOR                   1566           1566             0.119
[power by group through the flow]
stage	clock [mW]	combinational (mW)	sequential (mW)
global route	4.97	1.59	6.14
finish	4.73	1.53	6.10
CTS	4.76	1.51	6.10
[synthesized netlist by cell type (3+ instances only)]
cell,number,area share
nand3_1,192,0.018
edfxtp_1,1024,0.58
a22o_1,128,0.021
nand2_1,258,0.018
buf_4,43,0.0060
a22oi_1,192,0.027
nor2_1,996,0.070
nor3_1,64,0.0060
nor2b_1,4,0.00047
mux2i_1,1024,0.19
clkbuf_1,184,0.013
buf_1,19,0.0013
buf_2,202,0.019
nor3b_1,3,0.00042
nor3b_2,3,0.00070
a31oi_1,64,0.0075
nand2b_1,36,0.0042
a21oi_1,192,0.018
[final cells by class]
class | instances | area [sq um]
Timing Repair Buffer | 277 | 2600
Clock inverter | 73 | 564
Clock buffer | 127 | 2820
Sequential cell | 1024 | 30700
Fill cell | 17000 | 116000
Multi-Input combinational cell | 3199 | 20900
Tap cell | 2340 | 2930
[worst max-delay path: stages]
cell             delay [ns]
clkdlybuf4s50_1        0.57
nor2_4                 0.62
buf_4                  0.55
buf_4                  0.35
nand2_1                0.07
a31oi_1                0.22
nand3_1                0.27
clkdlybuf4s50_1        0.48
