File: /design/flow/run.sh
#!/bin/bash
# OpenROAD 26Q1-2900-gdf79404cd8, Yosys 0.63+post, stock flow scripts
make -C /OpenROAD-flow-scripts/flow DESIGN_CONFIG=/design/flow/config.mk WORK_HOME=/design/flow/orfs finish
File: /design/flow/design.v
module mux_2input(
	input 	[31:0]	in1,
   	input 	[31:0]	in2,
	input 		 	sel,
	output 	[31:0] 	out
);
assign out= (sel == 1'd0) ? in1 : in2;
endmodule
module mux_3input(
	input 	[31:0]	in1,
   	input 	[31:0]	in2,
	input 	[31:0]	in3,
	input 	[1:0]	 	sel,
	output 	[31:0] 	out
);
assign out = (sel == 2'd0) ? in1 :
             (sel == 2'd1) ? in2 : in3;
endmodule
module mux_4input(
	input 	[31:0]	in1,
   	input 	[31:0]	in2,
	input 	[31:0]	in3,
	input 	[31:0]	in4,
	input 	[1:0]	 	sel,
	output 	[31:0] 	out
);
assign out = (sel == 2'd0) ? in1 :
             (sel == 2'd1) ? in2 :
             (sel == 2'd2) ? in3 : in4;
endmodule 
module mux_5input(
	input 	[31:0]	in1,
   	input 	[31:0]	in2,
	input 	[31:0]	in3,
	input 	[31:0]	in4,
	input 	[31:0]	in5,
	input 	[1:0]	 	sel,
	output 	[31:0] 	out
);
assign out = (sel == 2'd0) ? in1 :
             (sel == 2'd1) ? in2 :
             (sel == 2'd2) ? in3 :
             (sel == 2'd3) ? in4 : in5;
endmodule 
module LDX(
  input 	[2:0] 			funct,
  input 	[6:0]       		opcode,
  input 	[31:0] 			din,
  input	[32-1:0]	ALU_WB,
  output reg 	[31:0] 		dout
);
wire [1:0] byte_sel = ALU_WB[1:0];;
always@(*) begin
	case(funct)
		3'b000:begin
                	case (byte_sel)
                      2'b00: dout = { {24{din[7]}}, din[7:0]};
                      2'b01: dout = { {24{din[15]}}, din[15:8]};
                      2'b10: dout = { {24{din[23]}}, din[23:16]};
                      2'b11: dout = { {24{din[31]}}, din[31:24]};
                      default: dout = 32'b0;
                	endcase
          	end
		3'b001: begin
			case (byte_sel)
                      2'b00: dout = { {16{din[15]}}, din[15:0] };
                      2'b01: dout = { {16{din[15]}}, din[15:0] };
                      2'b10: dout = { {16{din[31]}}, din[31:16] };
                      2'b11: dout = { {16{din[31]}}, din[31:16] };
                      default: dout = 32'b0;
			endcase
		end  
          	3'b010: dout = din;
          	3'b100: begin
			case (byte_sel)
                      2'b00: dout = { {24{1'b0}}, din[7:0] };
                      2'b01: dout = { {24{1'b0}}, din[15:8] };
                      2'b10: dout = { {24{1'b0}}, din[23:16] };
                      2'b11: dout = { {24{1'b0}}, din[31:24] };
                      default: dout = 32'b0;
			endcase
		end
           	3'b101: begin
			case (byte_sel)
                      2'b00: dout = { {16{1'b0}}, din[15:0] };
                      2'b01: dout = { {16{1'b0}}, din[15:0] };
                      2'b10: dout = { {16{1'b0}}, din[31:16] };
                      2'b11: dout = { {16{1'b0}}, din[31:16] };
                      default: dout = 32'b0;
			endcase
		end
           default: dout = 32'd0;
       endcase
end
endmodule
module WB_stage(
  input 						clk,
  input 						reset,
  input		[32-1:0]	dcache_dout,
  input		[32-1:0]	inst_WB,
  input		[32-1:0]	pc_WB,
  input		[32-1:0]	ALU_WB,
  input 		[1:0]				WB_sel,
  output		[32-1:0]	WB_data
);
wire	[6:0]       opcode = inst_WB[6:0];
wire	[2:0]       funct = inst_WB[14:12];
wire	[31:0]	Mdata,pc_plus4;
adder	adder_4(
	. in	(pc_WB), 
  	. out	(pc_plus4)
);
LDX	LDX(
  .funct		(funct),
  .opcode		(opcode),
  .din		(dcache_dout),
  .ALU_WB		(ALU_WB),
  .dout		(Mdata)
);
mux_3input	mux3(
	.in1	(Mdata),
   	.in2	(ALU_WB),
	.in3	(pc_plus4),
	.sel	(WB_sel),
	.out	(WB_data)
);
endmodule
module adder(
	input 	[31:0] 	in, 
  	output 	[31:0] 	out
);
assign out = in + 32'd4;
endmodule 
File: /design/flow/config.mk
export PLATFORM = sky130hd
export DESIGN_NAME = WB_stage
export DESIGN_NICKNAME = WB_stage
export VERILOG_FILES = /design/flow/design.v
export SDC_FILE = /design/flow/constraint.sdc
export NUM_CORES = 4
export LEC_CHECK = 1
export CORE_AREA = 10 10 110 110
export DIE_AREA = 0 0 120 120
File: /design/flow/constraint.sdc
current_design WB_stage

set clk_period 6.8
set clk_io_pct 0.2

create_clock -name clk0 -period $clk_period

set non_clock_inputs [all_inputs -no_clocks]
set_input_delay [expr $clk_period * $clk_io_pct] -clock clk0 $non_clock_inputs
set_output_delay [expr $clk_period * $clk_io_pct] -clock clk0 [all_outputs]
==> metrics.yaml <==
outcome: "complete, no violations"
diodes: 0
fp-utilization_pct: 18.13
max_freq_mhz: 184.2
drc: 0
busiest_layer: "met2"
dpl_cell_area_sq_um: 3222
dp.cells: 518
synth_area_sq_um: 1772
rows: 36
cp_data_arrival_time_ps: 4070
port_buffers: 133
topCellsByArea: "mux4_2, a21oi_1, nand2_1"
overflow: 0
tightest_slew_ps: 775.8
cts_hold_buf: 0
fp.dieH_um: 120
timing.final.crit_share_pct: 79.82
syn_to_final_growth_pct: 81.85
drive_gt1_share_pct: 7.532
min_from: "ALU_WB[24]"
synth_cell_types: 56
flop_area_sq_um: 0
top_cell_area_share_pct: 10.17
ir_drop_mv: 0.02020
slew_headroom_pct: 48.18
synth_area_leader_cell: "mux4_2"
simple_gate_area_share_pct: 37.15
synthMuxAreaShare_pct: 11.37
final_area_sq_um: 3222
whs_ps: 3714
io_pins: 164
synth-compound-area-share_pct: 34.46
period_minus_slack_ps: 5428
use_met2_pct: 21.66
synth_cells: 267
holdPathEnd: "WB_data[24]"
power_leakage_nw: 1.044
xor_share_pct: 10.88
worstPathCellList: "clkdlybuf4s50_1 > mux2_2 > a2bb2oi_2 > or2_1 > o211ai_1 > or3_1 > clkdlybuf4s50_1"
crit_path_max_incr_delay_ps: 620
core_sq_um: 9774
warnings: 63
timing.final.max_slew_violations: 0
layout_top_cells: "clkdlybuf4s50_1, nand2_1, a21oi_1"
setup_viol: 0
hpwl_um: 8867
setup_tns_ps: 0
post_cts_buffers: 0
drtAntennaViolNets: 0
use_met3_pct: 3.808
die_area_sq_um: 14400
slowest_stage: "clkdlybuf4s50_1"
drt-pass1-iter-count: 4
grt_util_met1_pct: 18.97
hold_viol_final: 0
lay_top_count: "clkdlybuf4s50_1"
ys_area_sq_um: 1772
adder_share_pct: 0.7062
final_cells: 518
finalPower_uw: 190.4
cts-resized-gates: 0
drt_wl_total_um: 10300
grt_pass1_vias: 2694
ys_seq_share_pct: 0
hold_depth: 4
crit_path_end_kind: "output port"
path_max_fanout: 12
comb_area_sq_um: 1675
maxCapViolCount: 0
yosys_warnings: 1
synth.comb.largest_family: "simple AND/OR/NAND/NOR gates"
crit_top_cell: "clkdlybuf4s50_1"
cp-start-kind: "primary input"
wl_per_cell_um: 19.89
clkbuf_count: 0
flop-count: 0
grt_max_degree: 26
drt-initial-drc-count: 196
track_usage_pct: 13.67
route.vias.total: 2571
critPathRequiredTime_ps: 5440
viasPerCell: 4.963
gp_congestion: 0.9016
die_w_um: 120
fillCellCount: 1078
hold_class: "primary input to output port"
grt_pass1_wl_um: 15510
antenna_found_initial: 0
rsz0062_at_grt: "no"
powerDensity_nw_per_um2: 59.10
ys_cells: 267
critical_path_class: "primary input to output port"
syn_avg_cell_area_sq_um: 6.636
## synth_stat cells, types with 2 or more instances
master,count
a31oi_1,8
nor2b_1,2
a211oi_1,3
o21ai_1,4
nor3_1,8
o21bai_1,2
nor3_2,2
nand4_1,5
a221o_1,14
nand4_2,2
a22oi_1,2
nor4_1,2
inv_1,2
and3_1,8
mux4_2,8
nand3b_1,7
o211ai_1,2
clkbuf_1,13
xnor2_1,15
nor2_1,10
a21oi_1,35
xor2_1,7
nand2b_1,2
buf_2,5
o21ai_0,12
nand2_1,46
nand3_1,12
## worst max path at each step
stage	start	to	slack, ps	depth (start not counted)
finish	ALU_WB[1]	WB_data[31]	1370	7
global route	WB_sel[0]	WB_data[31]	1210	7
CTS	ALU_WB[1]	WB_data[31]	1390	7
## layer usage
| layer | vias to the layer above | wire length [um] |
|---|---|---|
| li1 | 1266 | - |
| met1 | 1178 | 4577 |
| met2 | 125 | 4601 |
| met3 | 2 | 1090 |
| met4 | 0 | 34 |
| met5 | - | 0 |
## power by group
| part | switching, mW | total [mW] | internal (mW) |
|---|---|---|---|
| combinational | 0.0749 | 0.190 | 0.116 |
| clock | 0 | 0 | 0 |
| sequential | 0 | 0 | 0 |
## critical path, delay by kind of cell
| family | cells | cell delay, ps |
|---|---|---|
| AOI/OAI and AO/OA | 2 | 580 |
| buffers and inverters | 2 | 1050 |
| muxes | 1 | 400 |
| and+or+nand+nor | 2 | 690 |
## kinds of logic (layout without fill, tap and decap cells)
logic type	count (synthesis)	in the layout
multiplexers	10	10
XOR/XNOR	22	22
buffers and inverters	23	141
adder cells (fa/ha/maj)	1	1
AND-OR/OR-AND	92	92
AND/OR/NAND/NOR	119	119
## area by class of cell
type	count	share of cell area, %
multi-input cells	244	52.00
inverters	3	0.3495
well taps	133	5.165
repair buffers	138	42.49
## per-stage QoR
stage	utilization (%)	worst slack (ps)
2_1_floorplan	-	2780
4_1_cts	32.96	1392
3_5_place_dp	32.96	1399
5_1_grt	32.96	1211
3_3_place_gp	32.96	1384
6_report	32.96	1372
Power figures rest on the tool's default switching activity, not on a simulated workload.
